<file path="design/flow/design.v">
`timescale 1ns / 1ps
module sync_pre_process(
		input		clk,
		input		reset_n,
		input 		ext_hsync_i,
		input 		ext_vsync_i,
		output		hsync_redge_o,
		output		vsync_redge_o,
		output		hsync_fedge_o,
		output		vsync_fedge_o
    );
	parameter						DLY_WIDTH = 12;
	reg 							hsync_temp;
	reg 							vsync_temp;
	reg		[DLY_WIDTH-1:0] 		hsync_shift;
	reg		[DLY_WIDTH-1:0] 		vsync_shift;
	always@(posedge clk or negedge reset_n)begin						 
		if(~reset_n)begin
			hsync_shift		<=	0;
			vsync_shift		<=	0;
		end
		else begin
			hsync_shift		<=	{hsync_shift[DLY_WIDTH-2:0],ext_hsync_i};
			vsync_shift		<=	{vsync_shift[DLY_WIDTH-2:0],ext_vsync_i};
		end
	end
	always@(posedge clk or negedge reset_n)begin						 
		if(~reset_n)begin
			hsync_temp		<=	1;
			vsync_temp		<=	1;
		end
		else begin
			hsync_temp		<=	hsync_shift[4] || hsync_shift[6];			 
			vsync_temp		<=	vsync_shift[4] || vsync_shift[6];
		end
	end
	reg	hsync_r;
	reg vsync_r;
	always@(posedge clk)begin
		   hsync_r			<= hsync_temp;
		   vsync_r			<= vsync_temp;
	end
	assign hsync_redge_o		= (~hsync_r) & hsync_temp;    
	assign vsync_redge_o		= (~vsync_r) & vsync_temp;
	assign hsync_fedge_o		= hsync_r & (~hsync_temp);
	assign vsync_fedge_o		= vsync_r & (~vsync_temp);
endmodule
</file>
<file path="design/flow/run.sh">
#!/bin/bash
# OpenROAD 26Q1-2900-gdf79404cd8, Yosys 0.63+post, stock flow scripts
make -C /OpenROAD-flow-scripts/flow DESIGN_CONFIG=/design/flow/config.mk WORK_HOME=/design/flow/orfs finish
</file>
<file path="design/flow/config.mk">
export PLATFORM = sky130hd
export DESIGN_NAME = sync_pre_process
export DESIGN_NICKNAME = sync_pre_process
export VERILOG_FILES = /design/flow/design.v
export SDC_FILE = /design/flow/constraint.sdc
export NUM_CORES = 4
export LEC_CHECK = 1
export CORE_AREA = 10 10 80 80
export DIE_AREA = 0 0 90 90
</file>
<file path="design/flow/constraint.sdc">
current_design sync_pre_process

set clk_period 1.0
set clk_io_pct 0.2

create_clock -name clk0 -period $clk_period [get_ports {clk}]

set non_clock_inputs [all_inputs -no_clocks]
set_input_delay [expr $clk_period * $clk_io_pct] -clock clk0 $non_clock_inputs
set_output_delay [expr $clk_period * $clk_io_pct] -clock clk0 [all_outputs]
</file>
==> flow_metrics.tcl <==
# collected from the flow reports
set metrics [dict create \
    worstSkewPairLatency_ns 0.24 \
    ys.flops 18 \
    path_clk_slew_ns 0.06 \
    start_point_of_the_critical_path "vsync_temp" \
    overflow 0 \
    openroad_warnings 27 \
    average_cell_area_after_synthesis_um2 20.4 \
    timing.reg2reg.worst_path_depth 1 \
    first_global_vias 218 \
    power_switching_w 0.000237 \
    gp_congestion 0.651 \
    final-setup-viol-count 4 \
    standard_cell_rows 25 \
    power_frac_seq_pct 56.2 \
    finalClockPeriodUsage_pct 128 \
    reg2reg_from "hsync_shift[6]" \
    num_vias 203 \
    detail_route.vias_per_cell 1.97 \
    grt_antenna_before_repair 0 \
    cts_hold_buffers 0 \
    drt_wl_total_um 550 \
    slew_violations 0 \
    post_synth_inst_count 24 \
    crit_required_ns 0.80 \
    crit-reg2reg-capture "hsync_temp" \
    number_of_gates_resized_after_cts 12 \
    first_pass_iters 2 \
    leakagePower_nw 0.296 \
    gr-usage-all-layers_pct 1.46 \
    fp.coreArea_mm2 0.00472 \
    num_antenna_cells 0 \
    p_per_area_mw_per_mm2 1980 \
    switching_share_pct 17.1 \
    power_frac_clock_pct 40.3 \
    post_cts_buffers 0 \
    final.setup_skew_ns 0.00180 \
    lay_top_cells "sky130_fd_sc_hd__dfrtp_1 (14), sky130_fd_sc_hd__and2b_2 (4), sky130_fd_sc_hd__clkbuf_8 (4), sky130_fd_sc_hd__buf_2 (4), sky130_fd_sc_hd__clkdlybuf4s50_1 (3)" \
    finalNonFillerCells 103 \
    placed_cells 99 \
    status "finished, violations left" \
    initial_core_util_pct 10.4 \
    rsz0062_at_grt "yes" \
    yosysTopAreaCell "sky130_fd_sc_hd__dfrtp_1" \
    synthToLayoutAreaGrowth_pct 42.6 \
    min-delay-path-class "primary input to asynchronous set/reset pin" \
    lay_top_count "sky130_fd_sc_hd__dfrtp_1" \
    p_int_w 0.00115 \
    cp_max_fo 3 \
    setup.worst_path.end_class "primary output" \
    failed_checks "negative setup slack" \
    synth_cell_type_count 5 \
    finalWorstSetupSlack_ns -0.278 \
    wire_length_of_the_first_global_routing_pass_um 959 \
    synth.yosys.chip_area_um2 490 \
    timing_worst_setup_path_type "flop to primary output" \
    ios 8 \
    post-route-drc-count 0 \
    route.antenna.remaining_nets 0 \
    die_area_mm2 0.00810 \
    clock-sinks 18 \
    vdd_drop_max_mv 1.02 \
    ctsHtreeMaxLevel 1 \
    numCtsBuffers 3 \
    root_buffer "sky130_fd_sc_hd__clkbuf_8" \
    clock_path_buffers 2 \
    die_height_um 90 \
    share_comb_of_total_power_pct 3.6 \
    syn_area_um2 490 \
    timing_worst_slew_pin_value_ns 0.124 \
    tritoncts "built" \
    grt_start_max_net_pins 17 \
    die_width_um 90 \
    startpoint_type "flop" \
    max-cap-violations 0 \
    synth_top_area_share_pct 71.4 \
    wl_per_cell_um 5.34 \
    yosysWarningCount 1 \
    regToRegSetupSlack_ns 0.35 \
    top_cells_by_area "sky130_fd_sc_hd__dfrtp_1 (71%), sky130_fd_sc_hd__dfstp_2 (11%), sky130_fd_sc_hd__dfxtp_1 (8.2%)" \
    period_minus_ws_final_ns 1.28 \
    placement.io_buffers 7 \
    worst_path_arrival_ns 1.08 \
    ys_cells 24 \
    achievable-frequency_ghz 0.782 \
    fin_tns_setup_ns -0.920 \
    post_route_cells_drive_above_1_share_pct 41.7 \
    final-hold-violation-count 0 \
    drt_iter0_drc 4 \
    timing.slew.headroom_pct 91.7 \
    ys_seq_share_pct 90.3 \
]
cell families after synthesis:
family and synth area share, %:
DFF 90.3, and+or+nand+nor 9.69
per-stage QoR:
stage	area, um2	util (%)	setup slack [ns]	total power, W	hold WS [ns]
detailed placement	664	14.1	-0.320	0.000851	0.335
floorplan	490	-	0.113	0.000798	-0.0956
global route	699	14.8	-0.331	0.00145	0.284
CTS	699	14.8	-0.294	0.00141	0.291
global placement	664	14.1	-0.314	0.000847	0.332
finish	699	14.8	-0.278	0.00139	0.297
cell type report:
cell class              count  area [um2]
well taps                  67        83.8
repair buffers              8        70.1
flip-flops and latches     18         443
fillers                   523        4020
clock buffers               4        55.1
multi-input cells           6        47.5
registers in the layout (all words and copies together) (netlist names):
register and count:
hsync_shift 7, vsync_shift 7, hsync_r 1, hsync_temp 1
vsync_r 1, vsync_temp 1
Yosys cell counts (all sizes together):
cell type  number
dfxtp           2
and2b           4
or2             2
dfstp           2
dfrtp          14
metal layers:
layer / wire length [um] / part of all wire, % / GRT usage (%) / up-vias
met5: 0 / 0 / 0 / -
met4: 0 / 0 / 0.133 / 0
met3: 92 / 17 / 1.68 / 0
met2: 156 / 28 / 1.45 / 11
met1: 300 / 55 / 1.97 / 95
li1: - / - / - / 97
power groups by stage:
stage | logic [W] | clock network (W) | registers, W
after CTS | 0.0000511 | 0.000578 | 0.000779
after global routing | 0.0000563 | 0.000613 | 0.000783
final | 0.0000496 | 0.000558 | 0.000778
worst max path at each step:
stage               end  slack, ns  cells after the start
6_report  vsync_fedge_o      -0.28                      2
4_1_cts   hsync_fedge_o      -0.29                      2
5_1_grt   hsync_fedge_o      -0.33                      2
critical path, cell delays in order, from the launching register on:
cell and delay [ns]:
sky130_fd_sc_hd__dfstp_2 0.53, sky130_fd_sc_hd__and2b_2 0.20, sky130_fd_sc_hd__buf_2 0.11
No activity file was given, so power comes from the tool's default toggle rates.
